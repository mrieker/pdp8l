$ cat run.sh
#!/bin/bash
# OpenROAD 26Q1-2900-gdf79404cd8, Yosys 0.63+post, stock flow scripts
make -C /OpenROAD-flow-scripts/flow DESIGN_CONFIG=/design/flow/config.mk WORK_HOME=/design/flow/orfs finish
$ cat config.mk
export PLATFORM = sky130hd
export DESIGN_NAME = extmemmap
export DESIGN_NICKNAME = extmemmap
export VERILOG_FILES = /design/flow/design.v
export SDC_FILE = /design/flow/constraint.sdc
export NUM_CORES = 4
export LEC_CHECK = 1
export CORE_UTILIZATION = 30
$ cat constraint.sdc
current_design extmemmap

set clk_period 3.5
set clk_io_pct 0.2

create_clock -name clk0 -period $clk_period [get_ports {CLOCK}]

set non_clock_inputs [all_inputs -no_clocks]
set_input_delay [expr $clk_period * $clk_io_pct] -clock clk0 $non_clock_inputs
set_output_delay [expr $clk_period * $clk_io_pct] -clock clk0 [all_outputs]
$ cat design.v
module extmemmap (
    input CLOCK,
    input RESET_N,
    output[14:00] xbraddr,
    output[11:00] xbrwdat,
    input[11:00] xbrrdat,
    output reg xbrenab,
    output reg xbrwena,
    input[16:00]  saxi_ARADDR,
    output reg    saxi_ARREADY,
    input         saxi_ARVALID,
    input[16:00]  saxi_AWADDR,
    output reg    saxi_AWREADY,
    input         saxi_AWVALID,
    input         saxi_BREADY,
    output[1:0]   saxi_BRESP,
    output reg    saxi_BVALID,
    output[31:00] saxi_RDATA,
    input         saxi_RREADY,
    output[1:0]   saxi_RRESP,
    output reg    saxi_RVALID,
    input[31:00]  saxi_WDATA,
    output reg    saxi_WREADY,
    input         saxi_WVALID);
    reg[1:0] reading, writing;
    reg[16:02] readaddr, writeaddr;
    reg[11:00] writedata;
    assign saxi_RDATA = { 20'b0, xbrrdat };                  
    assign xbrwdat = writedata;                              
    assign xbraddr = (reading != 0) ? readaddr : writeaddr;  
    always @(posedge CLOCK) begin
        if (~ RESET_N) begin
            saxi_ARREADY <= 1;                               
            saxi_RVALID  <= 0;                               
            saxi_AWREADY <= 1;                               
            saxi_WREADY  <= 1;                               
            saxi_BVALID  <= 0;                               
            reading <= 0;                                    
            writing <= 0;                                    
        end else begin
            if (saxi_ARREADY & saxi_ARVALID) begin
                readaddr <= saxi_ARADDR[16:02];              
                saxi_ARREADY <= 0;                           
                if (writing == 0) begin
                    reading <= 1;                            
                    xbrenab <= 1;
                    xbrwena <= 0;
                end
            end
            else if (~ saxi_ARREADY & (reading == 0) & (writing == 0)) begin
                reading <= 1;
                xbrenab <= 1;
                xbrwena <= 0;
            end
            else if (reading == 1) begin
                reading <= 2;
            end
            else if ((reading == 2) & ~ saxi_RVALID) begin
                saxi_RVALID <= 1;                            
            end
            else if (saxi_RVALID & saxi_RREADY) begin
                reading      <= 0;                           
                xbrenab      <= 0;
                saxi_ARREADY <= 1;                           
                saxi_RVALID  <= 0;                           
            end
            if (saxi_AWREADY & saxi_AWVALID) begin
                writeaddr <= saxi_AWADDR[16:02];             
                saxi_AWREADY <= 0;                           
                if (~ saxi_WREADY & (reading == 0)) begin
                    writing <= 1;                            
                    xbrenab <= 1;
                    xbrwena <= 1;
                end
            end
            if (saxi_WREADY & saxi_WVALID) begin
                writedata <= saxi_WDATA[11:00];              
                saxi_WREADY <= 0;                            
                if (~ saxi_AWREADY & (reading == 0)) begin
                    writing <= 1;                            
                    xbrenab <= 1;
                    xbrwena <= 1;
                end
            end
            if (~ saxi_AWREADY & ~ saxi_WREADY & ~ saxi_BVALID) begin
                if ((reading == 0) & (writing == 0)) begin
                    writing <= 1;
                    xbrenab <= 1;
                    xbrwena <= 1;
                end
                else if ((writing > 0) && (writing < 3)) begin
                    writing <= writing + 1;
                end
                else if (writing == 3) begin
                    writing <= 0;
                    xbrenab <= 0;
                    xbrwena <= 0;
                    saxi_BVALID <= 1;                        
                end
            end
            else if (saxi_BVALID & saxi_BREADY) begin
                saxi_BVALID  <= 0;
                saxi_AWREADY <= 1;                           
                saxi_WREADY  <= 1;                           
            end
        end
    end
endmodule
==> impl.org <==
* Flow results

** Detailed routing
- Final WL :: 4170 um
- Iteration count of the initial detailed-routing pass :: 4
- Count of vias placed by the detailed router :: 1433
- Routed via count divided by cell count :: just over 4
- First-iteration detailed-routing DRC count :: 34
- Post-detailed-route DRC marker count :: 0
- Total antenna diodes in the routed design :: 0
- Detailed-route wire length per cell :: 12.0 um
- The count of nets left with antenna violations once routing finished came out at 0.

** Pwr
- Share of power burned in registers :: 0.555
- IR analysis of the VDD net gives a maximum drop of approximately 190 uV.
- Cell internal power was estimated by the tool at 1020 uW.
- Net Switching :: 302 uW
- Power, Total :: 1320 uW
- The share of total power dissipated in the clock network is 0.273.
- The power report attributes to the combinational group a share of 0.172.
- Leakage dissipation :: about 0.0012 uW
- For this design the ratio of total power to cell area is 404 nW/um^2.
- The switching portion of total power comes to 0.229.

** STA
- For the final routed database, the setup TNS stands at 0 ps.
- Fin. max-slew vios :: 0
- Hold is met by 518 ps.
- The highest clock rate this design can be run at is 358 MHz.
- Final critical path time including I/O delays and setup :: about 2800 ps
- Setup violation total in the final timing report :: 0
- Relative slew margins :: 0.574
- Looking at the max-slew report, the worst-margin pin has a slew of 637 ps.
- Clock skew on the completed layout was measured at 5.59 ps.
- Unrepaired setup endpoints after global routing :: false
- Final hold violation count :: 0
- Of the available clock period, the critical path in the final layout requires 0.798.

** Clock network
- CTS Root Buffer Type :: sky130_fd_sc_hd__clkbuf_8
- TritonCTS built the clock tree.
- After clock tree synthesis, the flow added hold-fix buffers numbering 0.
- Maximum root-to-sink buffer count :: 2
- CTS Buf Count :: 5
- Post-CTS timing repair inserted 0 buffers for setup.
- Clock Sinks :: 53
- On the worst setup and hold paths after CTS, the clock-pin slew comes to 100 ps.
- Clock insertion delay at the later pin of the skew report :: 300 ps
- Maximum level of the CTS H-tree :: 2
- The number of gates resized after CTS was 0.

** Floorplanning
- Initial cell density of the core :: 0.311
- Die Width :: 91.5 um
- From bottom edge to top edge, the die measures 91.5 um.
- Die area :: around 8400 um^2
- After floorplanning, the core was divided into 32 placement rows.
- The floorplan report gives the top-level pin count as 155.
- Total core area :: 7730 um^2

** Critical path
- Capturing element type of the critical path :: primary output
- In this run the critical register-to-register path is launched from reading[1].
- Class of the most critical setup path :: reg -> out
- Crit path launch :: reading[1]
- The data required time reported for the critical path is 2800 ps.
- Stage delay of the slowest cell on the critical path :: 540 ps
- Worst-path cell chain :: nor2_4 > mux2_2 > clkdlybuf4s50_1
- Startpoint Class :: flip-flop
- Worst-path cell with the longest stage delay :: sky130_fd_sc_hd__nor2_4
- According to the timing report, the arrival time at the worst endpoint equals roughly 2100 ps.
- Crit-path max FO :: 16

** Run
- The tool flagged a number of max-cap violations equal to 0.
- Summing over the stages, the warning tally comes to about 50.

** GRT
- The initial antenna violation count is 0.
- The total overflow left after global routing is 0.
- The first global-routing pass estimated 6520 um of wire.
- Vias in the first global route :: between 1000 and 1500
- Overall routing resource usage recorded by global route was 0.103.
- Pin count of the biggest net entering global routing :: 19

** Yosys
- The cell count after synthesis came out at 168.
- Synthesis inferred ~53 register bits.
- Yosys top cell by area :: sky130_fd_sc_hd__edfxtp_1
- Each instance of the synthesized netlist takes up on average 14.3 um^2.
- Yosys cell count :: around 170
- Yosys reported that registers with async set or reset make up 0.
- Mapped Area :: ~2400 um^2
- Cells taking the most area after synthesis :: sky130_fd_sc_hd__edfxtp_1 (55%), sky130_fd_sc_hd__buf_4 (11%), sky130_fd_sc_hd__dfxtp_1 (7.5%)
- Yosys warnings :: 5
- Number of enable-type register cells in the synthesized netlist :: 44
- Sequential area share after synthesis :: 0.624
- According to the Yosys statistics, the synthesized design has a chip area of between 2000 and 2500 um^2.
- The number of different library cells used by synthesis comes to 39.
- Prevailing post-synth register cell :: sky130_fd_sc_hd__edfxtp_1
- The share of synthesized area in the top cell type comes to 0.549.

** Final layout
- Filler instances :: 693
- Share of layout cells above drive strength 1 :: 0.127
- From synthesis to final layout, the design area changed by 35.5%.

** Worst hold path
- In this run the worst hold path is classified as reg -> reg.
- Worst Hold Launch :: writing[1]

** Status
- Outcome :: completed

** Placed design
- After legalization and detailed placement, the total HPWL measured between 2000 and 3000 um.
- Global placer's final weighted congestion :: a little over 0.8
- Buffers placed on the I/O ports in this run total 82.
[final timing paths]
| kind | end | slack (ps) | cells after the start |
|---|---|---|---|
| min | writing[1] | 520 | 2 |
| min reg2reg | writing[1] | 520 | 2 |
| max reg2reg | xbrenab | 1860 | 4 |
| max | xbraddr[2] | 710 | 3 |
[synthesized netlist by cell type, types with 2 or more instances]
| cell type | n |
|---|---|
| sky130_fd_sc_hd__o21ai_0 | 4 |
| sky130_fd_sc_hd__o21a_1 | 2 |
| sky130_fd_sc_hd__mux2_4 | 10 |
| sky130_fd_sc_hd__nand2_1 | 4 |
| sky130_fd_sc_hd__nand3_1 | 3 |
| sky130_fd_sc_hd__a21boi_1 | 2 |
| sky130_fd_sc_hd__o21ai_1 | 2 |
| sky130_fd_sc_hd__inv_1 | 5 |
| sky130_fd_sc_hd__nand2b_1 | 2 |
| sky130_fd_sc_hd__ha_1 | 2 |
| sky130_fd_sc_hd__edfxtp_1 | 44 |
| sky130_fd_sc_hd__a21boi_0 | 2 |
| sky130_fd_sc_hd__nor2b_1 | 2 |
| sky130_fd_sc_hd__dfxtp_1 | 9 |
| sky130_fd_sc_hd__and3_1 | 3 |
| sky130_fd_sc_hd__a21oi_1 | 3 |
| sky130_fd_sc_hd__buf_4 | 36 |
| sky130_fd_sc_hd__nor2_1 | 3 |
| sky130_fd_sc_hd__and2_1 | 2 |
| sky130_fd_sc_hd__mux2_2 | 5 |
| sky130_fd_sc_hd__nand3b_1 | 5 |
[cells by family (layout without fill, tap and decap cells)]
kind of cell               count (synthesis)  count (layout)  synth area share
buffers and inverters                     45              98             0.130
muxes                                     15              15            0.0858
adders and majority gates                  2               2            0.0104
and+or+nand+nor                           30              30            0.0806
DFF                                       53              53             0.624
other                                      1              24           0.00156
AOI/OAI and AO/OA                         22              22            0.0671
[power by group through the flow]
stage / combinational, uW / sequential, uW / clock, uW
finish: 226 / 732 / 360
CTS: 230 / 732 / 374
global route: 249 / 737 / 395
[critical path, delay by kind of cell (launching register included)]
family / cells / cell delay [ps]
buffers and inverters: 1 / 420
DFF: 1 / 430
muxes: 1 / 400
and+or+nand+nor: 1 / 540
[layer usage]
| metal | vias to the layer above | track usage | part of all wire |
|---|---|---|---|
| li1 | 697 | - | - |
| met1 | 673 | 0.169 | 0.46 |
| met2 | 59 | 0.154 | 0.47 |
| met3 | 4 | 0.0213 | 0.067 |
| met4 | 0 | 0.0119 | 0.0065 |
| met5 | - | 0 | 0 |
[sequential cells by signal, indices dropped and copies added (netlist names), 2 cells and up]
name and count:
readaddr 15, reading 2, writedata 12, writeaddr 15, writing 2
[placed cells by master (no fill, tap or decap), types with 4 or more instances in the layout]
| cell | count |
|---|---|
| sky130_fd_sc_hd__o21ai_0 | 4 |
| sky130_fd_sc_hd__clkbuf_8 | 5 |
| sky130_fd_sc_hd__conb_1 | 24 |
| sky130_fd_sc_hd__nand3b_1 | 5 |
| sky130_fd_sc_hd__mux2_2 | 5 |
| sky130_fd_sc_hd__mux2_4 | 10 |
| sky130_fd_sc_hd__dfxtp_1 | 9 |
| sky130_fd_sc_hd__clkdlybuf4s50_1 | 82 |
| sky130_fd_sc_hd__inv_1 | 5 |
| sky130_fd_sc_hd__nand2_1 | 4 |
| sky130_fd_sc_hd__edfxtp_1 | 44 |
[layout make-up]
cell class,count,area [um^2],area share
sequential,53,1500,0.461
timing repair buffer,84,836,0.256
inverter,6,22.5,0.00691
clock buffer,5,68.8,0.0211
tap,102,128,0.0392
multi-input combinational,93,677,0.208
clock inverter,3,26.3,0.00806
[stage by stage]
step           setup slack [ps]  instance area, um^2  instances  utilization
6_report                    709                 3260        346        0.422
5_1_grt                     585                 3260        346        0.422
4_1_cts                     664                 3260        346        0.422
3_5_place_dp               1020                 3160        338        0.409
3_3_place_gp               1010                 3160        338        0.409
2_1_floorplan              1730                 2490        191            -
Power and IR drop assume default switching activity.
